==> /design/flow/design.v <==
`timescale 1ns/100ps
module register_file (
    input wire [4:0] Ra,        
    input wire [4:0] Rb,        
    input wire [4:0] Rw,        
    input wire [31:0] busW,     
    input wire RegWr,           
    input wire WrClk,           
    output wire [31:0] busA,    
    output wire [31:0] busB,    
    output wire [31:0] reg1,    
    output wire [31:0] reg2     
);
    reg [31:0] registers [31:0];
    assign busA = (Ra == 5'b0) ? 32'b0 : registers[Ra];   
    assign busB = (Rb == 5'b0) ? 32'b0 : registers[Rb];   
    assign reg1 = registers[1];
    assign reg2 = registers[2];
    always @(negedge WrClk) begin
        if (RegWr && (Rw != 5'b0)) begin   
            registers[Rw] <= busW;
        end
    end
    integer i;
    initial begin
        for (i = 0; i < 32; i = i + 1) begin
            registers[i] = 32'b0;
        end
    end
endmodule
==> /design/flow/run.sh <==
#!/bin/bash
# OpenROAD 26Q1-2900-gdf79404cd8, Yosys 0.63+post, stock flow scripts
make -C /OpenROAD-flow-scripts/flow DESIGN_CONFIG=/design/flow/config.mk WORK_HOME=/design/flow/orfs finish
==> /design/flow/config.mk <==
export PLATFORM = sky130hd
export DESIGN_NAME = register_file
export DESIGN_NICKNAME = register_file
export VERILOG_FILES = /design/flow/design.v
export SDC_FILE = /design/flow/constraint.sdc
export NUM_CORES = 4
export LEC_CHECK = 1
export CORE_UTILIZATION = 50
==> /design/flow/constraint.sdc <==
current_design register_file

set clk_period 8.9
set clk_io_pct 0.2

create_clock -name clk0 -period $clk_period [get_ports {WrClk}]

set non_clock_inputs [all_inputs -no_clocks]
set_input_delay [expr $clk_period * $clk_io_pct] -clock clk0 $non_clock_inputs
set_output_delay [expr $clk_period * $clk_io_pct] -clock clk0 [all_outputs]
==> run notes <==
fresh numbers from the pnr run: total gr overflow 0, synthesized cell area 47,000 µm², Worst-Margin Slew 0.939 ns, DR pass1 iterations 7, Startpoint Class flip-flop, CTS tree yes, RePlAce Congestion 0.906, final WL 148,000 µm, vias in the first global route 34,500, Crit Path Max Fanout 2, endpoints failing setup 3, Synth cell types 40, predominant post-synthesis flop cell edfxtp_1, DR WL/cell 29.9 µm, drt initial violations 1,637, PortBufs 176, syn avg cell area 20.6 µm², die width 309 µm, violated checks setup timing, max reg flops 1,024, Cell Pwr Density 216 nW/µm², Most flops, register registers, Final WS setup -0.0973 ns, CTS sink cnt 1,024, Slew HR 0.373, Hold Path End busB[22], Max-cap violations 0, Non-Filler Instances 4,958, synthesis-to-layout area growth 28.1%, Cell Count Post-Placement 3,702, Seq cells post-synth 1,024, Critical Path RT 7.12 ns, clk root buf clkbuf_16, cell accounting for the most synthesized area edfxtp_1, initial core utilization 0.505, Critical Path AT 7.22 ns, Hold Crit Start Rb[4], Top Ports 177, dpl ws 0.233 ns, All-Layer GR Usage 0.360, Top Registers registers: 1024 flops, CP endpoint kind output port, Hold Vio Cnt, Final 0, top-count cell post-synth edfxtp_1, yosys synthesis chip area 47,000 µm², Post-synth EDFFs 1,024, layout cells sized above 1 0.281, die area 95,300 µm², vias per cell 5.99, leading cell types by count after synthesis 1,024 x edfxtp_1, 476 x mux4_2, 153 x mux2i_1, status finished with violations, hold depth 4, Die Span Y 309 µm, CORE AREA 93,200 µm², Reg clk slew, reported paths 0.03 ns, antenna viol nets, final 0, crit path kind reg2out, WHS 4.44 ns, Hold Path Class in2out, yosys cell count 2,277, H-tree depth 3, Cells after Synth 2,277, Filler cells 6,123, Num CTS Buffers 114, Leakage 23.7 nW, initial antenna violation count 5, RSZ-0062 raised after global routing yes, Syn. warnings 1, worst vdd ir 0.000176 V, Post-synth seq share 0.654, tool warnings 1,029, Setup crit start registers[29][31]$_DFFE_NP_, row cnt 112, Max Slew Vio Count 0, pin count of the biggest net entering global routing 81, DR vias 29,700, post-DP HPWL 83,800 µm, Top area cell types edfxtp_1 65%, mux4_2 23%, mux2i_1 3.3%, first-pass GRT wire length 212,000 µm, Post-route DRC 0, fin util 0.646, Clock Tree Buf Depth 3, fraction of registers with async set/reset 0, Yosys top cell area share 0.654
-- per-layer routing --
metal | vias to the layer above | part of all wire | global-route usage
met4 | 21 | 0.027 | 0.127
li1 | 12700 | - | -
met2 | 2263 | 0.46 | 0.476
met1 | 14400 | 0.30 | 0.420
met3 | 270 | 0.20 | 0.337
met5 | - | 0.0048 | 0.0460
-- logic make-up after synthesis --
family / share of synthesized area
DFF: 0.654
other: 0.0000798
and+or+nand+nor: 0.0160
AOI/OAI and AO/OA: 0.0407
muxes: 0.268
buffers and inverters: 0.0213
-- how the worst max path moves through the flow --
stage / slack (ns) / depth (start not counted) / end
6_report: -0.1 / 5 / busA[31]
5_1_grt: -0.18 / 5 / busA[31]
4_1_cts: -0.17 / 5 / busA[18]
-- area by class of cell --
cell class,count,area [µm²],area share
diodes,3,7.51,0.000125
clock buffers,114,2850,0.0474
clock inverters,1112,4780,0.0795
inverters,1,3.75,0.0000623
multi-input cells,1092,16600,0.275
flip-flops and latches,1024,30700,0.511
well taps,1254,1570,0.0261
repair buffers,358,3680,0.0611
-- what timing repair did --
item,in CTS,in global routing
pin swaps,57,46
setup buffers,18,12
hold buffers,0,0
resized,170,91
endpoints found under the setup margin,60,55
-- worst max-delay path, stage by stage (launching register included) --
cell and delay [ns]:
edfxtp_1 0.38, mux4_2 0.48, mux4_2 0.58, o22ai_2 0.14, nor3_2 0.09, clkdlybuf4s50_1 0.42
-- cell usage in the layout, fill, tap and decap left out, drive strengths merged, types with 3 or more instances in the layout --
master,n
a22oi,19
dlygate4sd2,15
clkinvlp,20
mux4,476
clkbuf,119
nor2b,9
bufinv,20
nand3,7
and3,5
inv,1069
conb,32
nor4,5
buf,195
nor2,36
clkinv,4
mux2i,153
nand2,6
and2,3
a221oi,5
o221ai,24
nand2b,6
a2111oi,24
o211a,3
or3b,5
nand3b,6
diode,3
dlymetal6s2s,18
o22ai,76
o211ai,3
clkdlybuf4s15,14
edfxtp,1024
a22o,48
o21ai,5
mux2,31
clkdlybuf4s50,111
a211oi,28
nor3,52
a32o,4
a21oi,15
-- where the power goes --
| group | internal [W] | switching, W |
|---|---|---|
| Clock | 0.00350 | 0.00301 |
| Sequential | 0.00542 | 0.0000294 |
| Combinational | 0.000468 | 0.000581 |
-- per-stage QoR --
stage / instance area [µm²] / power, W / TNS, ns
after CTS: 59800 / 0.0132 / -1.52
after detailed placement: 51500 / 0.00719 / 0
after floorplan: 47100 / 0.00672 / 0
after global routing: 60200 / 0.0138 / -0.977
final: 60200 / 0.0130 / -0.135
after global placement: 51500 / 0.00718 / 0
Power and IR drop assume default switching activity.
