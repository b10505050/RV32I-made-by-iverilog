==> ./design.v <==
module ALU (
    input [31:0] A,           
    input [31:0] B,           
    input [1:0] ALUOp,        
    input [2:0] funct3,       
    input [4:0] shamt,        
    input [6:0] funct7,      
    output reg [31:0] Result, 
    output Zero,
    output reg Less               
);
    assign Zero = (Result == 32'b0);
    always @(*) begin
        Less = ($signed(A) < $signed(B)) ? 1'b1 : 1'b0;
        case (ALUOp)
            2'b00: begin  
                case (funct3)
                    3'b000: begin  
                        if (funct7 == 7'b0100000)
                            Result = A - B;   
                        else
                            Result = A + B;   
                    end
                    3'b100: Result = A ^ B;   
                    3'b110: Result = A | B;   
                    3'b111: Result = A & B;   
                    default: Result = 32'b0;
                endcase
            end
            2'b01: begin  
                case (funct3)
                    3'b001: Result = A << shamt;        
                    3'b101: begin
                        if (funct7 == 7'b0100000)
                            Result = $signed(A) >>> shamt;  
                        else
                            Result = A >> shamt;          
                    end
                    default: Result = 32'b0;
                endcase
            end
            2'b10: begin  
                case (funct3)
                    3'b010: Result = ($signed(A) < $signed(B)) ? 32'b1 : 32'b0;  
                    3'b011: Result = (A < B) ? 32'b1 : 32'b0;                    
                    default: Result = 32'b0;
                endcase
            end
            default: Result = 32'b0;
        endcase
    end
endmodule
==> ./run.sh <==
#!/bin/bash
# OpenROAD 26Q1-2900-gdf79404cd8, Yosys 0.63+post, stock flow scripts
make -C /OpenROAD-flow-scripts/flow DESIGN_CONFIG=/design/flow/config.mk WORK_HOME=/design/flow/orfs finish
==> ./config.mk <==
export PLATFORM = sky130hd
export DESIGN_NAME = ALU
export DESIGN_NICKNAME = ALU
export VERILOG_FILES = /design/flow/design.v
export SDC_FILE = /design/flow/constraint.sdc
export NUM_CORES = 4
export LEC_CHECK = 1
export CORE_UTILIZATION = 40
==> ./constraint.sdc <==
current_design ALU

set clk_period 13.1
set clk_io_pct 0.2

create_clock -name clk0 -period $clk_period

set non_clock_inputs [all_inputs -no_clocks]
set_input_delay [expr $clk_period * $clk_io_pct] -clock clk0 $non_clock_inputs
set_output_delay [expr $clk_period * $clk_io_pct] -clock clk0 [all_outputs]
==> results.tsv <==
stage	metric	value	unit
outcome	status	finished, final reports clean	
global_routing	grt_pass1_wl	71.6	mm
floorplan	io_pins	115	
routing	ant_nets	0	
final_timing	slew_headroom	39.4	%
routing	route.detailed.drc	0	
routing	diodes	0	
floorplan	core_area	23700	um2
placement	place_hpwl	38.6	mm
synthesis	yosys.cell_types.count	85	
placement	place_inst	1802	
final_timing	finalHoldViolations	0	
critical_path	cp_max_fo	8	
routing	initialDrtViolationCount	1541	
synthesis	synth.avg_cell_area	6.70	um2
critical_path	critical-path-slowest-cell	a221oi_1	
layout	drive_above_1_share	8.56	%
power	power_density	40.5	nW/um2
flow_run	cap_violations	0	
floorplan	num_rows	56	
synthesis	yosys_warnings	1	
global_routing	antenna_found_initial	0	
critical_path	crit_buf_inv	4	
routing	dr.pass1.iters	8	
critical_path	cp-start-kind	input pin	
clock_network	hold_buffers	0	
layout	seq_area	0	um2
routing	routed_wl	48.9	mm
global_routing	grt_start_max_net_pins	56	
critical_path	slowest_delay	840	ps
clock_network	cts-resized-gates	0	
floorplan	die_x	158	um
synthesis	yosysCellCount	1453	
power	ir_drop	25.6	uV
critical_path	crit_family	simple AND/OR/NAND/NOR gates	
floorplan	dieHeight	158	um
critical_path	end_kind	output port	
synthesis	synth_seq_share	0	%
floorplan	die_area	25000	um2
synthesis	netlist_instances	1453	
routing	wl_per_cell	27.2	um
layout	layout.cells.non_filler	1802	
final_timing	fmax	0.0907	GHz
layout	clockBufferCount	0	
placement	gp_congestion	1.09	
placement	portBuffers	115	
flow_run	warnings	106	
floorplan	initial_core_util	41.1	%
layout	design.seq.count	0	
synthesis	ys_area	9730	um2
global_routing	gr-usage-all-layers	39.7	%
final_timing	drv_slew	0	
final_timing	period_used_share	84.2	%
final_timing	finalSetupViolCount	0	
critical_path	path_cells	clkdlybuf4s50_1 > inv_1 > ha_1 > inv_1 > fa_1 > nor2b_1 > o21ai_0 > nand2_1 > a221oi_1 > a31oi_1 > mux2_2 > nand2_1 > nor4_1 > or4bb_1 > nor3_2 > nand4b_1 > nor4bb_1 > clkdlybuf4s50_1	
clock_network	post_cts_buffers	0	
final_timing	tightest_slew	909	ps
final_timing	whs	6470	ps
final_timing	rsz0062_at_grt	no	
power	leakage	0.00449	uW
layout	area.growth.synth_to_final	13.1	%
placement	place_area	11000	um2
critical_path	critPathKind	input pin to output port	
routing	vias	12000	
synthesis	synthesis.area	9730	um2
critical_path	cp_data_required_time	10480	ps
hold_path	hp-class	input pin to output port	
routing	vias_per_cell	6.64	
global_routing	grt_pass1_vias	10900	
final_timing	fin_tns_setup	0	ps
global_routing	grt_overflow	0	
final_timing	finalCriticalPeriod	11030	ps
critical_path	cp.arrival	8410	ps
layout	fin_area	11000	um2
## routing by layer
| metal | global-route usage (%) | wire (um) | share of wire, % | up-vias |
|---|---|---|---|---|
| li1 | - | - | - | 5484 |
| met1 | 57.5 | 21100 | 43 | 5678 |
| met2 | 58.9 | 21100 | 43 | 705 |
| met3 | 8.19 | 5060 | 10 | 105 |
| met4 | 12.0 | 1710 | 3.5 | 0 |
| met5 | 0 | 0 | 0 | - |
## logic make-up after synthesis
kind of cell / count (synthesis) / share of synthesized area [%]
fa+ha+maj: 108 / 14.0
mux: 137 / 18.9
compound gates: 502 / 33.8
simple gates: 463 / 22.4
buf+inv: 229 / 9.59
xor+xnor: 14 / 1.26
## synthesized netlist by cell type (all sizes together) (13+ instances only)
| cell | number | area, um2 |
|---|---|---|
| a211oi | 31 | 238 |
| a21oi | 133 | 666 |
| a221oi | 13 | 114 |
| a22oi | 14 | 105 |
| a31oi | 26 | 163 |
| buf | 50 | 262 |
| clkbuf | 71 | 267 |
| ha | 106 | 1330 |
| inv | 105 | 394 |
| mux2 | 25 | 282 |
| mux2i | 78 | 781 |
| mux4 | 34 | 773 |
| nand2 | 133 | 499 |
| nand3 | 31 | 160 |
| nand4 | 13 | 81.3 |
| nor2 | 144 | 541 |
| nor3 | 43 | 220 |
| nor4 | 15 | 93.8 |
| o211ai | 26 | 195 |
| o21ai | 101 | 505 |
| o22ai | 27 | 169 |
| or2 | 13 | 81.3 |
## cell type report
type                       instances  area (um2)
fill                            2528       12700
multi-input combinational       1224        8800
timing repair buffer             151        1400
inverter                         108         405
tap                              319         399
## per-stage QoR
step | power (uW) | util [%] | setup WS (ps)
floorplan | 270 | - | 4520
global placement | 434 | 46.5 | 2130
detailed placement | 430 | 46.5 | 2230
CTS | 433 | 46.5 | 2210
global route | 476 | 46.5 | 1920
finish | 446 | 46.5 | 2070
## cells in the final DEF, fill, tap and decap left out, drive strengths merged, types with 14 or more instances in the layout
cell	synthesis	routed
a211oi	31	31
nor4	15	15
o21ai	101	101
a22oi	14	14
mux4	34	34
a21oi	133	133
nand2	133	133
nor3	43	43
nor2	144	144
ha	106	106
nand3	31	31
mux2	25	25
mux2i	78	78
o22ai	27	27
inv	105	105
a31oi	26	26
o211ai	26	26
clkdlybuf4s50	0	110
buf	50	41
## power by group
part | switching, uW | total, uW | leakage, uW | internal (uW)
combinational | 281 | 446 | 0.00449 | 166
sequential | 0 | 0 | 0 | 0
clock | 0 | 0 | 0 | 0
total | 281 | 446 | 0.00449 | 166
## final timing paths
check	cells after the start	from	end	slack, ps
min	5	shamt[3]	Result[4]	6470
max	18	A[0]	Zero	2070
Power figures rest on the tool's default switching activity, not on a simulated workload.
