**flow/run.sh**
```bash
#!/bin/bash
# OpenROAD 26Q1-2900-gdf79404cd8, Yosys 0.63+post, stock flow scripts
make -C /OpenROAD-flow-scripts/flow DESIGN_CONFIG=/design/flow/config.mk WORK_HOME=/design/flow/orfs finish
```
**flow/config.mk**
```make
export PLATFORM = sky130hd
export DESIGN_NAME = Decoder
export DESIGN_NICKNAME = Decoder
export VERILOG_FILES = /design/flow/design.v
export SDC_FILE = /design/flow/constraint.sdc
export NUM_CORES = 4
export LEC_CHECK = 1
export CORE_AREA = 10 10 70 70
export DIE_AREA = 0 0 80 80
```
**flow/constraint.sdc**
```tcl
current_design Decoder

set clk_period 3.6
set clk_io_pct 0.2

create_clock -name clk0 -period $clk_period

set non_clock_inputs [all_inputs -no_clocks]
set_input_delay [expr $clk_period * $clk_io_pct] -clock clk0 $non_clock_inputs
set_output_delay [expr $clk_period * $clk_io_pct] -clock clk0 [all_outputs]
```
**flow/design.v**
```verilog
module Decoder (
    input [31:0] instr,           
    output reg [4:0] rs1,         
    output reg [4:0] rs2,         
    output reg [4:0] rd,          
    output reg [2:0] funct3,      
    output reg [6:0] funct7,      
    output reg [6:0] opcode,      
    output reg [31:0] imm,        
    output reg [4:0] shamt,       
    output reg RegWrite,          
    output reg MemRead,           
    output reg MemWrite,          
    output reg MemToReg,          
    output reg ALUSrc,            
    output reg Branch,            
    output reg Jump,              
    output reg [1:0] ALUOp        
);
    always @(*) begin
        opcode = instr[6:0];
        rd = instr[11:7];
        funct3 = instr[14:12];
        rs1 = instr[19:15];
        rs2 = instr[24:20];
        funct7 = instr[31:25];
        shamt = instr[24:20];  
        imm = 32'b0;
        RegWrite = 0;
        MemRead = 0;
        MemWrite = 0;
        MemToReg = 0;
        ALUSrc = 0;
        Branch = 0;
        Jump = 0;
        ALUOp = 2'b00;
        case (opcode)
            7'b0110011: begin  
                RegWrite = 1;
                ALUSrc = 0;
                MemToReg = 0;
                MemRead = 0;
                MemWrite = 0;
                Branch = 0;
                ALUOp = 2'b00;  
            end
            7'b0010011: begin  
                RegWrite = 1;
                ALUSrc = 1;
                MemToReg = 0;
                MemRead = 0;
                MemWrite = 0;
                Branch = 0;
                ALUOp = (funct3 == 3'b001 || funct3 == 3'b101) ? 2'b01 : 2'b00;  
                imm = {{20{instr[31]}}, instr[31:20]};
                if (funct3 == 3'b001 || funct3 == 3'b101) begin  
                    shamt = instr[24:20];
                end
            end
            7'b0000011: begin  
                RegWrite = 1;
                ALUSrc = 1;
                MemToReg = 1;
                MemRead = 1;
                MemWrite = 0;
                Branch = 0;
                ALUOp = 2'b00;  
                imm = {{20{instr[31]}}, instr[31:20]};
            end
            7'b0100011: begin  
                RegWrite = 0;
                ALUSrc = 1;
                MemToReg = 0;
                MemRead = 0;
                MemWrite = 1;
                Branch = 0;
                ALUOp = 2'b00;  
                imm = {{20{instr[31]}}, instr[31:25], instr[11:7]};
            end
            7'b1100011: begin  
                RegWrite = 0;
                ALUSrc = 0;
                MemToReg = 0;
                MemRead = 0;
                MemWrite = 0;
                Branch = 1;
                ALUOp = 2'b10;  
                imm = {{20{instr[31]}}, instr[7], instr[30:25], instr[11:8], 1'b0};
            end
            7'b1101111: begin  
                RegWrite = 1;
                ALUSrc = 1;
                MemToReg = 0;
                MemRead = 0;
                MemWrite = 0;
                Branch = 0;
                Jump = 1;
                ALUOp = 2'b00;  
                imm = {{12{instr[31]}}, instr[19:12], instr[20], instr[30:21], 1'b0};
            end
            7'b1100111: begin  
                RegWrite = 1;
                ALUSrc = 1;
                MemToReg = 0;
                MemRead = 0;
                MemWrite = 0;
                Branch = 0;
                Jump = 1;
                ALUOp = 2'b00;  
                imm = {{20{instr[31]}}, instr[31:20]};
            end
            default: begin
                RegWrite = 0;
                MemRead = 0;
                MemWrite = 0;
                MemToReg = 0;
                ALUSrc = 0;
                Branch = 0;
                Jump = 0;
                ALUOp = 2'b00;
                imm = 32'b0;
                shamt = 5'b0;
            end
        endcase
    end
endmodule
```
==> run summary <==
Notes on the physical design

The share of the clock period used by the worst path is 95.58%. Setup repair after global routing left no endpoint under its margin. Warnings reported by Yosys during synthesis add up to 1. Setup violations remaining at the end of the flow were counted as 0. The global placement routability congestion is 0.8183.

Setup total negative slack on the finished layout was measured at 0 ns. Synthesis handed over a netlist of 111 instances. The start point of the worst hold path is instr[30].

For the completed layout, the total cell area is recorded as 1629 um2. The count of input and output buffers is 110. By instance count after routing, the leading logic cell types are clkdlybuf4s50_1, and2_1, inv_1, o21ai_1, buf_4.

The count of max-cap constraint violations is 0. Among logic cells in the layout, the one with the most instances is clkdlybuf4s50_1. Averaged over all synthesized cells, the footprint is 6.842 um2. The via count of the first global-routing pass is 974. The power report attributes to the clock group a share of 0%. Entering global routing, the biggest net connects 13 pins.

Of the cells placed in the final design, the portion with a size suffix greater than 1 is 7.692%. The post-synthesis cell area is 759.5 um2. The tool warning count for the run is 32. The die area is 6400 um2. The final count of pins violating max slew is 0. The pin closest to its max-slew limit shows a slew of 0.5023 ns. The worst-case max-slew headroom was logged as 66.45%. The floorplan report gives the top-level pin count as 110. The flow ran to the end, and the final reports show no timing, DRC or antenna violations. In the Yosys report the total cell count is 111. Once layout is complete, the utilization of the core stands at 47.69%. The area growth from synthesis to layout is 114.5%. The post-synthesis sequential area ratio is 0%. The kind of start point of the critical path is an input port. The worst endpoint required time is 2.88 ns.

The final timing report lists a hold violation count of 0. The report lists the power per cell area as 70.88 nW/um2. The critical path class is input port to output pin. In the placement report, post-DP HPWL is listed as 3064 um. The detailed-route via count is 942.

In the post-route report, total wirelength is listed as 3343 um. The internal portion of total power is 84.59 uW. The first global-routing pass estimated 4961 um of wire. The maximum VDD drop is 33.86 uV. Sorting the synthesized cells by area gives the leading types as buf_4, and2_1, a22o_1, o21ai_1, inv_1. In the log, the iteration count for the first detailed-route pass is 3. Combinational logic is responsible for 100.0% of the overall power.

The smallest hold slack is 2.264 ns. The analysis attributes to cell leakage a power of 0.6179 nW. At the worst endpoint, the arrival time is 2.72 ns. In this run the worst path has a maximum fanout of 6.

The residual antenna-violating net count after detailed routing is 0. The category of the worst setup path capture point is an output pin. According to the floorplan report, the die height is 80 um. The design has 0 sequential cells. Detailed-route iteration 0 reported a violation count of 3. The minimum period implied by the final worst setup slack is 3.441 ns.

The initial antenna violation count came to 0. Yosys mapped the design onto 26 distinct sky130hd cell types. The number of setup buffers added after CTS is 0. The routed layout reports a DRC error count of 0. The final antenna diode count is 0.

The post-placement cell area is 1628 um2. Summing internal, switching and leakage power gives 115.5 uW. The global route total overflow is 0. Summed over all nets, the switching power comes to 30.88 uW. The path with the worst hold slack has its endpoint at funct7[5].

The sequential power share is 0%. The tightest min-delay check is of the input port to output pin type. Clock buffers in the final layout number 0. Row generation in the floorplan step produced 21 rows. The share of the core area taken by cells at floorplan is 22.23%. The vias per cell is 4.132.

The floorplan step set the die width to 80 um. Net switching is 26.74% of the power. The area inside the core boundary is 3416 um2. Yosys reports a chip area of 759.5 um2. The number of hold-repair buffers added at the cts stage is 0. Summed over all routing layers, the global router reports a total usage of 9.259%. The synthesized design devotes to its leading area cell type 43.49% of total area. The instance count along the most critical hold path is 2. The combined flip-flop and latch cell area is 0 um2. The achievable clock frequency is 0.2906 GHz.

The cell type contributing the most total cell area after synthesis is buf_4. The per-cell routed wire length is 14.66 um.
[cell type report]
| type | count | area, um2 |
|---|---|---|
| Fill cell | 335 | 1787 |
| Inverter | 8 | 30.03 |
| Multi-Input combinational cell | 58 | 395.4 |
| Tap cell | 46 | 57.56 |
| Timing Repair Buffer | 116 | 1146 |
[critical path, cell delays in order]
cell and delay [ns]:
clkdlybuf4s50_1 0.57, buf_4 0.17, nor2b_1 0.06, a2111oi_2 0.52, and2_1 0.20, clkdlybuf4s50_1 0.48
[layer usage]
metal | share of wire (%) | GRT usage (%) | routed length [um] | vias to the layer above
li1 | - | - | - | 479
met1 | 39 | 10.55 | 1298 | 403
met2 | 45 | 16.69 | 1521 | 60
met3 | 16 | 3.750 | 523 | 0
met4 | 0 | 0 | 0 | 0
met5 | 0 | 0 | 0 | -
[power groups by stage]
stage / clock network (mW) / registers [mW] / logic (mW)
finish: 0 / 0 / 0.115
global route: 0 / 0 / 0.126
CTS: 0 / 0 / 0.118
[cells by family (layout without fill, tap and decap cells)]
logic type	after synthesis	after routing	synth area share, %
buffers and inverters	53	124	48.11
and+or+nand+nor	37	37	30.31
AOI/OAI and AO/OA	20	20	19.60
muxes	1	1	1.976
[how the worst max path moves through the flow]
stage | startpoint | to | slack (ns) | depth (start not counted)
CTS | instr[5] | imm[30] | 0.03 | 6
global route | instr[6] | shamt[0] | 0.02 | 6
finish | instr[6] | shamt[0] | 0.16 | 6
[per-stage QoR]
stage               worst slack (ns)  instances
finish                        0.1591        228
global placement             0.09545        228
detailed placement           0.03670        228
floorplan                     0.9528        111
CTS                          0.03039        228
global route                 0.01839        228
[synthesized netlist by cell type, drive strengths merged]
master    n
inv       8
nand4b    2
nor3      4
nand3     1
o21ai     9
and2     14
mux2      1
a21oi     1
or2       2
a221o     1
o31ai     1
buf      45
nand2b    1
nand2     3
o21ba     1
a2111oi   1
nor4      1
a22o      5
and4b     1
a32oi     1
nor2b     4
nor2      4
[what timing repair did]
| action | CTS | global route |
|---|---|---|
| hold endpoints to repair | 0 | 0 |
| resized | 0 | 1 |
| endpoints found under the setup margin | 0 | 12 |
Power and IR drop assume default switching activity.
